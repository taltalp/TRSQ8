[run.sh]
#!/bin/bash
# OpenROAD 26Q1-2900-gdf79404cd8, Yosys 0.63+post, stock flow scripts
make -C /OpenROAD-flow-scripts/flow DESIGN_CONFIG=/design/flow/config.mk WORK_HOME=/design/flow/orfs finish
[config.mk]
export PLATFORM = sky130hd
export DESIGN_NAME = prom
export DESIGN_NICKNAME = prom
export VERILOG_FILES = /design/flow/design.v
export SDC_FILE = /design/flow/constraint.sdc
export NUM_CORES = 4
export LEC_CHECK = 1
export CORE_AREA = 10 10 79 79
export DIE_AREA = 0 0 89 89
[constraint.sdc]
current_design prom

set clk_period 6.0
set clk_io_pct 0.2

create_clock -name clk0 -period $clk_period

set non_clock_inputs [all_inputs -no_clocks]
set_input_delay [expr $clk_period * $clk_io_pct] -clock clk0 $non_clock_inputs
set_output_delay [expr $clk_period * $clk_io_pct] -clock clk0 [all_outputs]
[design.v]
`timescale 1ns / 1ps
module prom (
    input CLK_ip,
    input [12:0] ADDR_ip,
    output [14:0] DATA_op);
    assign DATA_op = 
        ADDR_ip==13'd0 ? 15'b010111000000000:  
        ADDR_ip==13'd1 ? 15'b010110000001111:  
        ADDR_ip==13'd2 ? 15'b010111000000111:  
        ADDR_ip==13'd3 ? 15'b010110000010000:  
        ADDR_ip==13'd4 ? 15'b010111000000001:  
        ADDR_ip==13'd5 ? 15'b010110000001010:  
        ADDR_ip==13'd6 ? 15'b010111001111010:  
        ADDR_ip==13'd7 ? 15'b010110010010010:  
        ADDR_ip==13'd8 ? 15'b010111000001000:  
        ADDR_ip==13'd9 ? 15'b010110010010000:  
        ADDR_ip==13'd10 ? 15'b010111000000000:  
        ADDR_ip==13'd11 ? 15'b010110010010000:  
        ADDR_ip==13'd12 ? 15'b010110110010000:  
        ADDR_ip==13'd13 ? 15'b010011100001010:  
        ADDR_ip==13'd14 ? 15'b000010100000000:  
        ADDR_ip==13'd15 ? 15'b110000000001100:  
        ADDR_ip==13'd16 ? 15'b110000000010100:  
        ADDR_ip==13'd17 ? 15'b000000000000000:  
        ADDR_ip==13'd18 ? 15'b000000000000000:  
        ADDR_ip==13'd19 ? 15'b000000000000000:  
        ADDR_ip==13'd20 ? 15'b010111000000001:  
        ADDR_ip==13'd21 ? 15'b010000000001111:  
        ADDR_ip==13'd22 ? 15'b010110000001111:  
        ADDR_ip==13'd23 ? 15'b010110100010000:  
        ADDR_ip==13'd24 ? 15'b010011100001111:  
        ADDR_ip==13'd25 ? 15'b000010100000000:  
        ADDR_ip==13'd26 ? 15'b110000000001000:  
        ADDR_ip==13'd27 ? 15'b110000000100000:  
        ADDR_ip==13'd28 ? 15'b000000000000000:  
        ADDR_ip==13'd29 ? 15'b000000000000000:  
        ADDR_ip==13'd30 ? 15'b000000000000000:  
        ADDR_ip==13'd31 ? 15'b000000000000000:  
        ADDR_ip==13'd32 ? 15'b010111000010000:  
        ADDR_ip==13'd33 ? 15'b010110010010000:  
        ADDR_ip==13'd34 ? 15'b000000000000000:  
        ADDR_ip==13'd35 ? 15'b010111000000000:  
        ADDR_ip==13'd36 ? 15'b010110010010000:  
        ADDR_ip==13'd37 ? 15'b110000000000000:  
        ADDR_ip==13'd38 ? 15'b000000100000000:  
                           15'b000000000000000;
endmodule
==> flow_metrics.py <==
# Auto-generated metrics
metrics = {
    "clock_tree": {
        "cts_setup_buffers": 0,
        "hold_buffers": 0,
        "cts_resized": 0,
    },
    "floorplan": {
        "io_pins": 29,
        "initCoreUtil_pct": 15.97,
        "coreArea_sq_um": 4661,
        "die_w_microns": 89,
        "rows": 25,
        "chip_area_sq_um": 7921,
        "die_y_microns": 89,
    },
    "worst_setup_path": {
        "cp_slowest_cell": "clkdlybuf4s50_1",
        "arrival_ps": 3650,
        "path_delay_family": "buffers and inverters",
        "worst-path-buf-inv": 2,
        "startpoint_type": "input port",
        "slowest_delay_ps": 750,
        "critPathKind": "input port to output pin",
        "cp_max_fo": 20,
        "worstPathCellList": "clkdlybuf4s50_1 > nor2b_1 > o21ai_0 > o221a_2 > o21ai_0 > clkdlybuf4s50_1",
        "end_kind": "output pin",
        "cp_data_required_time_ps": 4800,
    },
    "route": {
        "totalWireLength_microns": 2656,
        "route.detailed.drc": 0,
        "wire_per_inst_microns": 14.05,
        "via_count": 952,
        "drtPass1Iterations": 4,
        "ant_nets": 0,
        "n_antenna_cell": 0,
        "viasPerCell": 5.037,
        "drt-initial-drc-count": 119,
    },
    "timing": {
        "relSlewSlack_pct": 54.19,
        "max_freq_mhz": 206.4,
        "setup_tns_ps": 0,
        "drv_slew": 0,
        "worstMarginPinSlew_ps": 685.0,
        "finalCritPeriodShare_pct": 80.76,
        "finalHoldViolCount": 0,
        "period_needed_ps": 4846,
        "finalSetupViolCount": 0,
        "rsz0062_at_grt": "false",
    },
    "final_layout": {
        "drive_gt1_share_pct": 6.667,
        "multi_input_comb_area_sq_um": 651.9,
        "final_layout_top_logic_cell": "clkdlybuf4s50_1",
        "fillers": 513,
        "lay_top_cells": "clkdlybuf4s50_1 (27), nor2_1 (13), nand2_1 (11)",
        "area_growth_pct": 35.97,
        "regArea_sq_um": 0,
        "n_clock_buffer": 0,
        "design.seq.count": 0,
    },
    "synthesis": {
        "synth_area_sq_um": 744.5,
        "yosys_area_sq_um": 744.5,
        "syn_inst": 121,
        "synth_warnings": 0,
        "synth_cell_types": 48,
        "avgSynthCellArea_sq_um": 6.153,
        "seq_area_frac_synth_pct": 0,
        "ys_cells": 121,
        "yosysTopAreaCellShare_pct": 6.555,
        "top_area_cell": "nor2_1",
        "area_leaders": "nor2_1 (6.6%), nand2_1 (5.5%), a21oi_1 (5.4%)",
    },
    "outcome": {
        "status": "finished, final reports clean",
    },
    "global_routing": {
        "grt_max_degree": 21,
        "first_global_vias": 799,
        "grt_pass1_wl_microns": 4319,
        "gr-total-overflow": 0,
        "grt_usage_pct": 6.494,
        "grt_antenna_before_repair": 0,
    },
    "placement": {
        "dpl.hpwl_microns": 2001,
        "place.gp.congestion": 0.8689,
        "port_buffers": 27,
    },
    "job": {
        "drv_cap": 0,
        "tool_warnings": 33,
    },
    "power_and_ir_drop": {
        "powerDensity_nw_per_um2": 46.99,
        "vdd_drop_max_v": 0.00001368,
        "p_leak_nw": 0.3118,
        "total_power_uw": 47.56,
    },
    "min_path": {
        "hp-class": "input port to output pin",
    },
}
==> power by group <==
part	leakage [nW]	internal [mW]	switching [mW]
Combinational	0.312	0.0204	0.0272
Clock	0	0	0
Sequential	0	0	0
Total	0.312	0.0204	0.0272
==> tightest hold or removal path: stages <==
cell and delay, ps:
clkdlybuf4s50_1 480, nor4_1 70, nand2_1 180, a21oi_1 70, clkdlybuf4s50_1 410
==> final cells by class <==
type	count	share of cell area (%)
Timing Repair Buffer	29	28.18
Multi-Input combinational cell	104	64.40
Tap cell	54	6.675
Inverter	2	0.7417
==> cells by family after synthesis <==
family	after synthesis	share of synthesized area, %
AOI/OAI and AO/OA	36	33.62
other	1	0.5037
xor gates and xnor gates	2	2.353
and+or+nand+nor	65	51.10
buffers and inverters	17	12.44
==> metal layers <==
metal  routed length, microns  part of all wire, %  vias up  global-route usage (%)
li1                         -                    -      482                       -
met1                     1314                   49      441                   10.02
met2                     1142                   43       29                   9.641
met3                      199                  7.5        0                   1.194
met4                        0                    0        0                       0
met5                        0                    0        -                       0
==> worst paths after layout <==
| kind | startpoint | end | slack [ps] | cells past startpoint |
|---|---|---|---|---|
| setup / recovery | ADDR_ip[2] | DATA_op[9] | 1150 | 6 |
| hold / removal | ADDR_ip[12] | DATA_op[2] | 3600 | 5 |
==> Yosys cell counts, types with 2 or more instances <==
library cell  count
a21oi_1           8
a221oi_1          3
a31oi_1           3
and4b_1           2
buf_1             2
buf_2             8
buf_4             3
inv_1             2
nand2_1          11
nand2b_1          6
nand3_1           7
nand4b_1          2
nor2_1           13
nor2b_1           5
nor3_1            4
nor4bb_1          2
o21ai_0           6
o31ai_1           2
or2_1             2
xor2_1            2
==> stage by stage <==
step | setup slack (ps) | utilization [%] | area [sq um] | std cells | hold WS (ps)
after floorplan | 2674 | - | 744.5 | 121 | 2544
after global placement | 1181 | 21.72 | 1012 | 189 | 3612
after detailed placement | 1197 | 21.72 | 1012 | 189 | 3589
after CTS | 1167 | 21.72 | 1012 | 189 | 3611
after global routing | 988.1 | 21.72 | 1012 | 189 | 3674
final | 1154 | 21.72 | 1012 | 189 | 3599
Power is estimated from default activity; no workload was simulated.
