==> design.v <==
`timescale 1ns / 1ps
module alu (
    input [7:0] A_ip, B_ip,
	input CF_ip,
	input [4:0] SEL_ip,
	output [7:0] O_op,
	output CF_op,
	output ZF_op);
	wire [8:0] alu_sum_i, alu_sub_i;
	wire [7:0] alu_and_i, alu_or_i, alu_not_i, alu_xor_i;
	wire [7:0] alu_bs_i, alu_bc_i;
	assign alu_sum_i = {1'b0, A_ip} + {1'b0, B_ip} + {7'b0000000, CF_ip};
	assign alu_sub_i = {1'b0, A_ip} - {1'b0, B_ip} + {7'b0000000, CF_ip};
	assign alu_and_i = A_ip & B_ip;
	assign alu_or_i = A_ip | B_ip;
	assign alu_not_i = ~ A_ip;
	assign alu_xor_i = A_ip ^ B_ip;
	assign alu_bs_i = A_ip & B_ip;
	assign alu_bc_i = A_ip & (~ B_ip);
	assign O_op = SEL_ip==5'b00000 ? alu_sum_i[7:0]:
			      SEL_ip==5'b00001 ? alu_sub_i[7:0]:
				  SEL_ip==5'b00010 ? alu_and_i:
				  SEL_ip==5'b00011 ? alu_or_i:
				  SEL_ip==5'b00100 ? alu_not_i:
				  SEL_ip==5'b00101 ? alu_xor_i:
				  SEL_ip==5'b00110 ? alu_bs_i:
				  SEL_ip==5'b00111 ? alu_bc_i:
				  SEL_ip==5'b01000 ? A_ip:
				  SEL_ip==5'b01001 ? B_ip: 8'h0;
	assign CF_op = SEL_ip==5'b00000 ? alu_sum_i[8]:
				   SEL_ip==5'b00001 ? alu_sub_i[8]: 1'b0;
	assign ZF_op = O_op==8'h0 ? 1'b1: 1'b0;
endmodule
`timescale 1ns / 1ps
module cpu (
    input       clk_ip, reset_n_ip,
    output reg [7:0] STATUS,
    output reg [12:0] prom_addr,
    input      [14:0] prom_data,
    output      [7:0] addr,
    input       [7:0] data_in,
    output      [7:0] data_out,
    output      wr_en, rd_en,
    input       irq_ip);
    wire reset;
    wire [12:0] prom_addr_i;
    reg  [12:0] prom_stack;
    wire [7:0] alu_in_a, alu_in_b;
    wire [4:0] alu_in_sel;
    wire [7:0] alu_out;
    wire       alu_out_cf, alu_out_zf;
    wire       alu_out_zf_r;
    reg        alu_out_cf_r;
    reg  [7:0] alu_out_r, alu_out_stack;
    wire muxa_sel, muxb_sel;
    wire [7:0] peri_addr, peri_dout, peri_din;
    wire peri_wr_en, peri_rd_en;
    wire       nop_i, halt_i, sk_i;
    wire [1:0] sk_sel;
    wire       irq_i, return_i;
    reg        irq_pre_i; 
    reg  [7:0] irq_r;
    wire       jmp_i;
    reg        halt_r;
    wire ZF_s, CF_s;
    function [7:0] decode3to8 (input [2:0] data_ip);
    	begin
        	case (data_ip)
  				3'b000: decode3to8 = 8'h01;
  				3'b001: decode3to8 = 8'h02;
  				3'b010: decode3to8 = 8'h04;
  				3'b011: decode3to8 = 8'h08;
  				3'b100: decode3to8 = 8'h10;
  				3'b101: decode3to8 = 8'h20;
  				3'b110: decode3to8 = 8'h40;
  				3'b111: decode3to8 = 8'h80;
  				default: decode3to8 = 8'h00;
  			endcase
		end
	endfunction
    assign reset = ~ reset_n_ip;
    assign addr = peri_addr;
    assign data_out = peri_dout;
    assign peri_din = data_in;
    decoder decoder_inst (
    	.data_ip(prom_data),
		.alu_sel_op(alu_in_sel),
		.sk_sel_op(sk_sel),
		.muxa_sel_op(muxa_sel),
		.muxb_sel_op(muxb_sel),
		.sram_addr_op(peri_addr),
		.sram_ld_op(rd_en),
		.sram_st_op(wr_en),
		.nop_op(nop_i),
		.halt_op(halt_i),
		.jump_op(jmp_i),
		.return_op(return_i)		
    );
    alu alu (
    	.A_ip(alu_in_a),
    	.B_ip(alu_in_b),
		.CF_ip(CF_s),
		.SEL_ip(alu_in_sel),
		.O_op(alu_out),
		.CF_op(alu_out_cf),
		.ZF_op(alu_out_zf)
	);
	always @ (posedge clk_ip) begin
		STATUS <= {6'b0, alu_out_zf_r, alu_out_cf_r};  
	end
	assign CF_s = STATUS[0];
	assign ZF_s = STATUS[1];
	assign alu_in_a = muxa_sel == 1'b1 ? prom_data[7:0] : peri_din;
	assign alu_in_b = muxb_sel == 1'b1 ? decode3to8(prom_data[10:8]) : alu_out_r;
	always @ (negedge clk_ip) begin
		if (reset == 1'b1) begin
			alu_out_r    <= 8'h0;
			alu_out_cf_r <= 1'b0;
		end else if ( (nop_i == 1'b1) || (halt_i == 1'b1) || (jmp_i == 1'b1) || (sk_sel != 2'b00) ) begin
            alu_out_r    <= alu_out_r;
            alu_out_cf_r <= alu_out_cf_r;
        end else if ( (irq_i==1'b1) && (irq_pre_i==1'b0) ) begin
            alu_out_stack <= alu_out_r;
            alu_out_r     <= alu_out;
        end else if (return_i==1'b1) begin
            alu_out_r <= alu_out_stack;
        end else begin
            alu_out_r    <= alu_out;
            alu_out_cf_r <= alu_out_cf;
        end
	end
	assign peri_dout = alu_out_r;
    assign alu_out_zf_r = alu_out_r==8'h0 ? 1'b1: 1'b0;  
 	always @ (negedge clk_ip) begin
		if (reset == 1'b1) begin
			prom_addr <= 13'h0;
			irq_pre_i <= 1'b0;
		end else if (halt_i == 1'b1) begin
            prom_addr <= prom_addr;
        end else begin
            if (jmp_i == 1'b1) begin
                prom_addr <= prom_data[12:0];
            end else if (sk_i == 1'b1) begin
        		prom_addr <= prom_addr + 2;
        	end else if ( (irq_i == 1'b1) && (irq_pre_i == 1'b0) ) begin
        		prom_addr <= 13'd4;  
        		irq_pre_i <= 1'b1;
        		prom_stack <= prom_addr;
        	end else if (return_i == 1'b1) begin
        		prom_addr <= prom_stack;
        	end else begin
        		irq_pre_i <= 1'b0;
        		prom_addr <= prom_addr + 1;
        	end
        end
    end
    assign sk_i = (sk_sel[0] & ZF_s) | (sk_sel[1] & CF_s);
    always @ (posedge clk_ip) begin
		if (reset == 1'b1) begin
			halt_r <= 1'b0;
		end
		else begin
			halt_r <= halt_i;
		end
	end
    assign irq_i = 8'h00;
endmodule
`timescale 1ns / 1ps
module decoder (
    input [14:0] data_ip,
	output [4:0] alu_sel_op,
	output [1:0] sk_sel_op,
	output muxa_sel_op, muxb_sel_op,
	output [7:0] sram_addr_op,
	output sram_ld_op, sram_st_op, nop_op, halt_op, return_op, jump_op);
	assign alu_sel_op = data_ip[14:8] == 7'b0100000 ? 5'b00000:  
					 	data_ip[14:8] == 7'b0100001 ? 5'b00001:  
					 	data_ip[14:8] == 7'b0100111 ? 5'b00010:  
					 	data_ip[14:8] == 7'b0101000 ? 5'b00011:  
					 	data_ip[14:8] == 7'b0101001 ? 5'b00100:  
					 	data_ip[14:8] == 7'b0101011 ? 5'b00101:  
					 	data_ip[14:8] == 7'b0101100 ? 5'b01001:  
					 	data_ip[14:8] == 7'b0101101 ? 5'b01000:  
					 	data_ip[14:8] == 7'b0101110 ? 5'b01000:  
					 	                              5'b11111;					 						 	
	assign sk_sel_op = data_ip[14:8] == 7'b0000101 ? 2'b01:  
					   data_ip[14:8] == 7'b0000110 ? 2'b10:  
					                                 2'b00;
	assign muxa_sel_op = data_ip[14:8] == 7'b0101110 ? 1'b1:  
	                                                   1'b0;  
	assign muxb_sel_op = data_ip[14:13] == 2'b10 ? 1'b1:  
	                                               1'b0;  
	assign sram_addr_op = data_ip[14:13] == 2'b01 ? data_ip[7:0]:
					 	  data_ip[14:13] == 2'b10 ? data_ip[7:0]:
					 	                            8'h00;
	assign sram_ld_op = data_ip[14:8] == 7'b0101101 ? 1'b1:  
	                    data_ip[14:8] == 7'b0100000 ? 1'b1:  
					 	data_ip[14:8] == 7'b0100001 ? 1'b1:  
                        data_ip[14:8] == 7'b0100111 ? 1'b1:  
                        data_ip[14:8] == 7'b0101000 ? 1'b1:  
                        data_ip[14:8] == 7'b0101001 ? 1'b1:  
                        data_ip[14:8] == 7'b0101011 ? 1'b1:  
	                    1'b0;
	assign sram_st_op = data_ip[14:8] == 7'b0101100 ? 1'b1: 1'b0;
	assign nop_op    = data_ip[14:8] == 7'b0000000 ? 1'b1: 1'b0;
	assign halt_op   = data_ip[14:8] == 7'b0000001 ? 1'b1: 1'b0;
	assign return_op = data_ip[14:8] == 7'b0000010 ? 1'b1: 1'b0;
	assign jump_op = data_ip[14:13]==2'b11 ? 1'b1: 1'b0;
endmodule
==> run.sh <==
#!/bin/bash
# OpenROAD 26Q1-2900-gdf79404cd8, Yosys 0.63+post, stock flow scripts
make -C /OpenROAD-flow-scripts/flow DESIGN_CONFIG=/design/flow/config.mk WORK_HOME=/design/flow/orfs finish
==> config.mk <==
export PLATFORM = sky130hd
export DESIGN_NAME = cpu
export DESIGN_NICKNAME = cpu
export VERILOG_FILES = /design/flow/design.v
export SDC_FILE = /design/flow/constraint.sdc
export NUM_CORES = 4
export LEC_CHECK = 1
export CORE_UTILIZATION = 30
==> constraint.sdc <==
current_design cpu

set clk_period 5.9
set clk_io_pct 0.2

create_clock -name clk0 -period $clk_period [get_ports {clk_ip}]

set non_clock_inputs [all_inputs -no_clocks]
set_input_delay [expr $clk_period * $clk_io_pct] -clock clk0 $non_clock_inputs
set_output_delay [expr $clk_period * $clk_io_pct] -clock clk0 [all_outputs]
==> run notes <==
Summary of implementation figures.

Detailed routing
The via total after detailed routing is 4,307. Per the detail_route report, inserted antenna diodes total 0. The number of iterations in the first detailed-routing pass is 5. In this run the remaining antenna-violating nets after routing total 0. The violation tally recorded at the end of detailed-routing iteration 0 is about 310.

After detailed routing, the number of vias per cell comes to 5.317. The DRC violation total left in the routed layout is recorded as 0. In the post-route report, total wirelength is listed as 13,930 um. The script logs the mean routed wire length per placed instance as 17.20 um.

Synthesis
The flip-flop and latch count after synthesis is 24. After synthesis, flip-flops and latches occupy 14.29% of the total area. The synthesized netlist occupies a cell area of 3363 um2. The gate count of the mapped netlist is 468. The async set-or-reset flop fraction in the synthesized netlist is 0%. The count of warnings emitted by yosys is 1. Yosys stat counts approximately 470 cells in the synthesized netlist. The most used flip-flop cell is sky130_fd_sc_hd__dfxtp_1. The chip area in the Yosys report is 3363 um2. The count of distinct cell types in the synthesized netlist is 62.

In this run the mean area of a mapped cell was between 7 and 8 um2. The number of flops mapped to enable cells by yosys is 0.

GRT
Total global-route track usage over all layers is around a quarter. The via count of the first global-routing pass is 4,052. The first global-routing pass estimated approximately 21,000 um of wire. Entering global routing, the biggest net connects 30 pins. The initial antenna violation count is 0. The total congestion overflow is 0.

Hold path
Along the worst hold path, the cell count comes to 2. The classification of the worst-slack hold path is reg2reg. Per the hold report, the tightest min-delay path originates at prom_addr[11]. The endpoint of the worst hold path is reported as prom_addr[11].

Clock tree
The number of clock buffers inserted by TritonCTS is 3. Looking at the clock tree report, the root buffer type is sky130_fd_sc_hd__clkbuf_8. The insertion delay of the later-clocked pin in the worst-skew pair is about 0.36 ns. The clock transition at the register clock pins on the worst setup and hold paths after CTS is 0.04 ns.

The clock sink total is 24. Per the CTS log, the maximum H-tree level is 1. The maximum buffer depth of the clock tree is 2. The CTS tree is yes.

Run
Max-cap violations in this run came to 0. The total number of warnings across the stage logs is approximately 65.

Placement
The total of buffers placed on input and output ports is 57. After its last routability iteration, the placer logged a weighted congestion of 0.9318. The area of placed instances is 5064 um2. OpenSTA, run right after detailed placement, puts the worst setup slack at -1.435 ns.

The placed wire-length estimate after detailed placement is 11,170 um. The cell count after placement is 770.

Floorplanning
The chip footprint is 11,640 um2. At the floorplan stage, the core utilization is reported as slightly above 30%. The floorplan has 38 rows.

From left edge to right edge, the die measures 107.9 um. The I/O pin total is 65. The total area inside the core boundary comes to ~11,000 um2. The die is 107.9 um tall.

Power
Summed over all cells, the static leakage comes to 2.433 nW. The flow reported a cell area power density of 119.3 nW/um2. The worst supply voltage drop on vdd is 105.7 uV. After layout, the design draws a total of between 600 and 700 uW.

Final timing
The number of max-slew violations in the final report is 0. Across all hold checks on the routed design, the worst slack comes to 0.5421 ns. Setup repair after global routing could not meet its margin everywhere. The number of failing hold endpoints at the final stage is 0. Once routing completed, OpenROAD measured the worst setup slack at -0.7443 ns.

Headroom to the max-slew limit came out at 58.53%. The pin closest to its max-slew limit shows a slew of 0.6199 ns. The clock tree skew after final layout is 0.08067 ns. The last timing report of the flow puts the setup violation total at 8.

Critical path
The worst-case reg-to-reg setup slack stands at 0.75 ns. The worst register-to-register path depth is 9. For the worst setup path, the data arrival time is between 3 and 4 ns. The category of the most critical setup path is in2reg. The report shows a maximum critical-path fanout of 5. The kind of launch point of the worst setup path is an input port. The capture point of the worst register-to-register path is recorded as alu_out_cf_r. The critical path required time is roughly 3.2 ns. The reg-to-reg startpoint is STATUS[0]. The worst setup path is captured at a register.

Outcome
The checks that failed: negative setup slack. The flow ran to the end, but the final reports show violations.

Layout
The relative area change from synthesis to final layout is 69.46%. The total of fill cells in the finished design is 986. The final standard cell area without fillers is 5699 um2.

The fraction of layout cells with a size suffix above 1 is 34.93%. After the flow finishes, the layout carries non-filler instances totaling 810. Per the layout area report, the combinational gate area comes to 3044 um2. The flip-flop and latch area is 480.5 um2.
## critical path, cell delays in order
cell and delay, ns:
sky130_fd_sc_hd__buf_6 0.09, sky130_fd_sc_hd__nand3b_1 0.24, sky130_fd_sc_hd__nor2_4 0.16, sky130_fd_sc_hd__and2_4 0.16
sky130_fd_sc_hd__buf_12 0.13, sky130_fd_sc_hd__buf_12 0.11, sky130_fd_sc_hd__buf_6 0.09, sky130_fd_sc_hd__mux2i_4 0.28
sky130_fd_sc_hd__ha_4 0.26, sky130_fd_sc_hd__inv_1 0.09, sky130_fd_sc_hd__ha_4 0.20, sky130_fd_sc_hd__o21a_1 0.10
sky130_fd_sc_hd__o31a_1 0.14, sky130_fd_sc_hd__o21a_1 0.23, sky130_fd_sc_hd__o211ai_1 0.21, sky130_fd_sc_hd__o311ai_2 0.14
sky130_fd_sc_hd__a31oi_1 0.13
## through the flow
stage / TNS [ns] / utilization [%]
final: -4.853 / 52.34
after global routing: -5.688 / 52.34
after CTS: -4.678 / 50.38
after detailed placement: -18.82 / 46.51
after global placement: -18.44 / 46.51
after floorplan: -7.065 / -
## metal layers
layer	share of wire (%)	wire, um	GRT usage [%]	vias up
li1	-	-	-	2101
met1	44	6159	34.86	2005
met2	47	6494	40.98	178
met3	6.9	961	2.778	23
met4	2.3	315	5.479	0
met5	0	0	0	-
## Yosys cell counts (all sizes together), types with 4 or more instances
cell,count,share of area (%)
a221oi,7,1.8
xnor2,11,2.9
o31a,4,1.0
or2,5,0.93
o21a,4,0.89
buf,11,2.2
a21o,6,1.3
o211ai,6,1.3
nor2,38,4.2
ha,34,13
mux2i,14,4.3
nor3,15,2.4
nor2b,7,1.3
a31oi,9,1.7
nand2b,9,1.7
dfxtp,24,14
a21oi,33,4.9
inv,33,3.7
nor4,7,1.5
nand3,8,1.2
nand3b,6,1.3
a211oi,8,2.2
nand2,40,4.5
clkbuf,21,2.3
and2,14,2.6
a22oi,11,2.5
o22ai,5,0.93
o21ai,28,4.2
## layout by cell type, fill, tap and decap left out, types with 4 or more instances in the layout
cell	n
sky130_fd_sc_hd__o22ai_1	5
sky130_fd_sc_hd__o21a_1	4
sky130_fd_sc_hd__buf_6	7
sky130_fd_sc_hd__nor2b_1	4
sky130_fd_sc_hd__and2_1	13
sky130_fd_sc_hd__o21ai_0	26
sky130_fd_sc_hd__mux2i_4	7
sky130_fd_sc_hd__nand3b_1	6
sky130_fd_sc_hd__a31oi_1	8
sky130_fd_sc_hd__nor3_2	4
sky130_fd_sc_hd__a21oi_1	28
sky130_fd_sc_hd__nand2_1	40
sky130_fd_sc_hd__nand3_1	8
sky130_fd_sc_hd__inv_1	46
sky130_fd_sc_hd__nor3_1	11
sky130_fd_sc_hd__o31a_1	4
sky130_fd_sc_hd__nor2_1	35
sky130_fd_sc_hd__o211ai_1	6
sky130_fd_sc_hd__mux2i_1	6
sky130_fd_sc_hd__a22oi_1	8
sky130_fd_sc_hd__nand2b_1	7
sky130_fd_sc_hd__ha_4	11
sky130_fd_sc_hd__nor4_1	4
sky130_fd_sc_hd__buf_12	4
sky130_fd_sc_hd__a21oi_2	5
sky130_fd_sc_hd__inv_2	7
sky130_fd_sc_hd__a21o_1	6
sky130_fd_sc_hd__buf_4	136
sky130_fd_sc_hd__dfxtp_1	24
sky130_fd_sc_hd__conb_1	6
sky130_fd_sc_hd__clkdlybuf4s50_1	50
sky130_fd_sc_hd__a211oi_1	6
sky130_fd_sc_hd__a221oi_2	4
sky130_fd_sc_hd__ha_1	19
sky130_fd_sc_hd__ha_2	4
sky130_fd_sc_hd__xnor2_1	10
## what timing repair did
item | 4_1_cts | 5_1_grt
endpoints found under the setup margin | 21 | 20
setup buffers | 11 | 5
resized | 61 | 38
hold buffers | 0 | 0
pin swaps | 24 | 26
## final cells by class
class / instances / share of cell area (%)
timing repair buffer: 204 / 30.58
sequential: 24 / 8.430
inverter: 33 / 2.217
clock buffer: 3 / 0.7245
clock inverter: 23 / 1.559
tap: 140 / 3.074
multi-input combinational: 383 / 53.41
## registers in the layout, indices dropped and copies added (netlist names)
name and flops:
prom_addr 13, alu_out_r 8, STATUS 2, alu_out_cf_r 1
## power breakdown
group | switching (mW) | total, mW | internal, mW
clock | 0.101 | 0.169 | 0.0679
sequential | 0.0131 | 0.185 | 0.172
combinational | 0.151 | 0.326 | 0.175
total | 0.265 | 0.680 | 0.415
## worst max-delay path by stage
stage / end / startpoint / slack, ns / depth (start not counted)
after CTS: alu_out_r[6] / prom_data[12] / -0.81 / 16
after global routing: alu_out_r[6] / prom_data[12] / -0.84 / 16
final: alu_out_r[6] / prom_data[12] / -0.74 / 17
## cell families after synthesis
| family | synth area share (%) |
|---|---|
| fa+ha+maj | 14.43 |
| compound gates | 29.32 |
| buf+inv | 8.333 |
| simple gates | 25.86 |
| mux | 4.278 |
| other cells | 0.1115 |
| xor+xnor | 3.385 |
| flops | 14.29 |
Power and IR drop assume default switching activity.
