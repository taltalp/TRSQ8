==> flow/design.v <==
`timescale 1ns / 1ps
module ram(
    input clk,
    input reset_n,
    input [7:0] addr, dout,
    output[7:0] din,
    input wr_en, rd_en,
    input cpu_status
    );
    localparam BASE_ADDR = 8'h00;
    localparam LAST_ADDR = 8'h7F;
    wire reset;
    wire [7:0] ram_addr, ram_din;
    wire ram_wr_en, ram_rd_en;
    wire  [7:0] ram_dout;
    reg  [7:0] ram_i [0:255];
    assign reset = ~reset_n;
    always @ (posedge clk) begin
        if (reset == 1'b1) begin : init_mem
            integer i;
            for (i=0;i<256;i=i+1) begin
                ram_i[i] <= 8'h00;
            end
        end else begin
            ram_i[0] <= cpu_status;
            if (ram_wr_en == 1'b1) begin
                if (ram_addr != 8'h00) begin
                    ram_i[ram_addr] <= ram_din;
                end
            end
        end    
    end
    assign ram_dout = ram_i[ram_addr];
    assign din = (addr >= BASE_ADDR & addr <= LAST_ADDR) ? ram_dout : 8'hZZ;
    assign ram_addr = addr;
    assign ram_din = dout;
    assign ram_wr_en = (addr >= BASE_ADDR & addr <= LAST_ADDR) ? wr_en : 1'b0;
    assign ram_rd_en = (addr >= BASE_ADDR & addr <= LAST_ADDR) ? rd_en : 1'b0;
endmodule
==> flow/run.sh <==
#!/bin/bash
# OpenROAD 26Q1-2900-gdf79404cd8, Yosys 0.63+post, stock flow scripts
make -C /OpenROAD-flow-scripts/flow DESIGN_CONFIG=/design/flow/config.mk WORK_HOME=/design/flow/orfs finish
==> flow/config.mk <==
export PLATFORM = sky130hd
export DESIGN_NAME = ram
export DESIGN_NICKNAME = ram
export VERILOG_FILES = /design/flow/design.v
export SDC_FILE = /design/flow/constraint.sdc
export NUM_CORES = 4
export LEC_CHECK = 1
export CORE_UTILIZATION = 30
==> flow/constraint.sdc <==
current_design ram

set clk_period 12.8
set clk_io_pct 0.2

create_clock -name clk0 -period $clk_period [get_ports {clk}]

set non_clock_inputs [all_inputs -no_clocks]
set_input_delay [expr $clk_period * $clk_io_pct] -clock clk0 $non_clock_inputs
set_output_delay [expr $clk_period * $clk_io_pct] -clock clk0 [all_outputs]
==> impl_metrics.yaml <==
# yosys + openroad results
final_timing:
  totalNegativeSetupSlack_ps: 0
  tightest_slew_margin_relative_to_the_limit: 0.409
  setup_viol_count_final: 0
  timing.final.max_slew_violations: 0
  final_critical_path_setup_slack_ps: 3470
  timing.final.crit_period_ps: 9330
  hold_viol: 0
  maxClockFrequency_ghz: 0.107
  rsz0062_at_grt: "false"
  tightest_slew_ps: 884
  final.period_utilization: 0.729
placed_design:
  dp_slack_ps: 3350
  placed_area_um2: 94800
  number_of_input_and_output_port_buffers_inserted: 27
  place_hpwl_mm: 121
  finalWeightedCongestion: 0.851
logic_synthesis:
  ff_type: "edfxtp_1"
  ys_warn_count: 2
  syn_area_um2: 85700
  synth_flops: 2048
  ys_async_sr_fraction: 0
  netlist_top_cells_area: "edfxtp_1 (72%), mux4_2 (13%), and2_1 (7.4%), a22oi_1 (2.2%), clkbuf_1 (1.2%)"
  yosys-stat-area_um2: 85700
  synth_area_per_cell_um2: 17.8
  edf_count: 2040
  library_cell_with_the_largest_summed_area_after_synthesis: "edfxtp_1"
  synthesis.instances: 4815
  share_of_the_yosys_chip_area_belonging_to_registers: 0.717
  synth_top_area_share: 0.715
  ys_cells: 4815
  yosys.cell_types.count: 25
critical_path:
  critical_path_arrival_ps: 6770
  critPathRequiredTime_ps: 10240
  cp_max_fo: 47
  setup.worst_path.class: "in -> out"
  worst_path_largest_cell_delay_ps: 690
  setup.worst_path.start_class: "input pin"
  cp.buffers_inverters: 5
  critPathCaptureType: "output pin"
  worstPathCellList: "buf_8 > buf_4 > buf_4 > mux4_2 > a22oi_1 > a21oi_1 > o41ai_1 > buf_4 > nand4_1 > clkdlybuf4s50_1"
  timing.critical_path.max_delay_family: "buffers and inverters"
  cpMaxStageDelayCell: "buf_4"
  critical_path.most_common_cell: "buf_4"
die:
  fp_util: 0.303
  die-width_um: 536
  design.portCount: 29
  chip_area_um2: 288000
  die_h_um: 536
  placement_rows: 195
  core_um2: 283000
min_path:
  hold_path_class: "in -> reg"
route:
  routed_wirelength_mm: 194
  routed_via_density: 4.41
  wl_per_cell_um: 19.7
  number_of_routed_nets_with_antenna_violations: 0
  detail_route.drc_violations: 0
  drt_pass1_iterations: 5
  dr_total_vias: 43400
  drt_first_iter_violations: 2166
layout:
  largest_register_ffs: 2048
  area_delta_synth_final_pct: 18.1
  registers.top_by_ff_count: "ram_i"
  fin_area_um2: 101000
  number_of_filler_cells_placed_in_the_layout: 26000
  fraction_of_final_layout_cells_sized_beyond_drive_strength_1: 0.169
  largestRegisters: "ram_i x2048"
global_route:
  grt.total_usage: 0.147
  antenna_found_initial: 6
  grt_max_degree: 94
  grt_pass1_vias: 47100
  globalRouteOverflowTotal: 0
  grt_pass1_wl_mm: 294
clock_tree:
  numClockSinks: 2048
  cts_setup_buffers: 0
  tritoncts: "done"
  cts_resized: 0
  clock_path_buffers: 3
  cts-htree-levels: 4
  cts.clk_slew.worst_paths_ps: 60
  post_cts_hold_buffer_count: 0
  tritoncts_buffers: 200
  clock_tree.root_cell: "clkbuf_16"
pwr:
  ir_drop_v: 0.000136
  powerDensity_nw_per_um2: 144
  p_total_mw: 14.6
  static-leakage-power_nw: 35.3
job:
  number_of_violations_of_the_max_capacitance_limit: 0
  warning_count: 27
status:
  outcome: "completed"
## worst paths after layout
path / start / end / depth (start not counted)
worst min-delay path: dout[7] / ram_i[4][7] / 2
worst max-delay path: addr[1] / din[0] / 10
## logic make-up (layout without fill, tap and decap cells)
logic type             count (synthesis)  after routing  synth area share
muxes                                512            512             0.135
AOI/OAI and AO/OA                    537            537            0.0403
DFF                                 2048           2048             0.717
and+or+nand+nor                     1218           1218            0.0846
other                                  1           1035         0.0000438
buffers and inverters                499            749            0.0236
## synthesized netlist by cell type, drive strengths merged, types with 16 or more instances
| cell | number |
|---|---|
| clkbuf | 274 |
| edfxtp | 2040 |
| a21oi | 128 |
| a22oi | 256 |
| buf | 97 |
| nor2 | 126 |
| o21ai | 121 |
| nand2 | 16 |
| mux4 | 512 |
| and2 | 1019 |
| o41ai | 32 |
| inv | 128 |
## cells in the final DEF (no fill, tap or decap), drive strengths merged
| master | instances |
|---|---|
| dfxtp | 8 |
| mux4 | 512 |
| and2 | 1019 |
| clkdlybuf4s50 | 16 |
| nor3 | 6 |
| a21oi | 128 |
| edfxtp | 2040 |
| nand2b | 14 |
| and2b | 1 |
| nor2b | 6 |
| nand4 | 14 |
| conb | 1031 |
| or3 | 2 |
| bufinv | 12 |
| nand3 | 12 |
| clkinv | 93 |
| o41ai | 32 |
| or2 | 2 |
| clkbuf | 257 |
| nor2 | 126 |
| a22oi | 256 |
| nand2 | 16 |
| o21ai | 121 |
| buf | 239 |
| diode | 4 |
| inv | 128 |
| clkinvlp | 4 |
## layout make-up
type	instances	area, um^2	area share
tap	3743	4680	0.0463
timing repair buffer	255	2110	0.0209
antenna	4	10.0	0.0000990
multi-input combinational	3298	26100	0.258
inverter	128	480	0.00475
clock buffer	257	5360	0.0529
sequential	2048	61400	0.607
clock inverter	109	952	0.00941
## per-layer routing
metal,global-route usage,part of all wire,vias up
met5,0.00214,0.00049,-
met1,0.187,0.37,21500
met2,0.229,0.48,1610
li1,-,-,20000
met4,0.0349,0.028,8
met3,0.0783,0.12,329
## per-stage QoR
stage | utilization | hold slack, ps | instances
finish | 0.357 | 2130 | 9842
CTS | 0.357 | 2070 | 9838
detailed placement | 0.335 | 2980 | 9472
floorplan | - | 2690 | 5845
global route | 0.357 | 2100 | 9840
global placement | 0.335 | 2980 | 9472
## where the power goes
group,switching [mW],internal [mW]
clock network,2.47,3.19
registers,0.101,7.83
logic,0.599,0.401
total,3.17,11.4
Power and IR drop assume default switching activity.
